**flow/run.sh**
```bash
#!/bin/bash
# OpenROAD 26Q1-2900-gdf79404cd8, Yosys 0.63+post, stock flow scripts
make -C /OpenROAD-flow-scripts/flow DESIGN_CONFIG=/design/flow/config.mk WORK_HOME=/design/flow/orfs finish
```
**flow/config.mk**
```make
export PLATFORM = sky130hd
export DESIGN_NAME = matrix_shift_scanner_with_ctrl
export DESIGN_NICKNAME = matrix_shift_scanner_with_ctrl
export VERILOG_FILES = /design/flow/design.v
export SDC_FILE = /design/flow/constraint.sdc
export NUM_CORES = 4
export LEC_CHECK = 1
export CORE_UTILIZATION = 40
```
**flow/constraint.sdc**
```tcl
current_design matrix_shift_scanner_with_ctrl

set clk_period 6.7
set clk_io_pct 0.2

create_clock -name clk0 -period $clk_period [get_ports {clk}]

set non_clock_inputs [all_inputs -no_clocks]
set_input_delay [expr $clk_period * $clk_io_pct] -clock clk0 $non_clock_inputs
set_output_delay [expr $clk_period * $clk_io_pct] -clock clk0 [all_outputs]
```
**flow/design.v**
```verilog
`timescale 1ns / 1ps
module matrix_shift_scanner_with_ctrl (
    input clk,
    input master_rst,
    input fsync,
    input intg,
    output reg [15:0] row,   
    output reg [15:0] col    
);
    parameter IDLE                  = 4'd0,
              WAIT_INTG_RISE        = 4'd1,
              WAIT_INTG_FALL        = 4'd2,
              DELAY_AFTER_INTG_FALL = 4'd3,
              ROW_SETUP             = 4'd4,
              COL_DELAY             = 4'd5,
              COL_SCAN              = 4'd6,
              NEXT_ROW              = 4'd7,
              FRAME_DONE            = 4'd8;
    reg [3:0] state;
    reg [1:0] delay_counter;
    reg [4:0] col_counter;   
    reg [4:0] row_counter;   
    reg prev_fsync, prev_intg;
    wire fsync_rise = fsync & ~prev_fsync;
    wire intg_rise  = intg  & ~prev_intg;
    wire intg_fall  = ~intg & prev_intg;
    always @(posedge clk or posedge master_rst) begin
        if (master_rst) begin
            state        <= IDLE;
            row          <= 16'b0000000000000000;
            col          <= 16'b0000000000000000;
            delay_counter<= 0;
            col_counter  <= 0;
            row_counter  <= 0;
            prev_fsync   <= 0;
            prev_intg    <= 0;
        end else begin
            prev_fsync <= fsync;
            prev_intg  <= intg;
            case (state)
                IDLE: begin
                    row <= 16'b0000000000000000;
                    col <= 16'b0000000000000000;
                    if (fsync_rise)
                        state <= WAIT_INTG_RISE;
                end
                WAIT_INTG_RISE: begin
                    if (intg_rise)
                        state <= WAIT_INTG_FALL;
                end
                WAIT_INTG_FALL: begin
                    if (intg_fall) begin
                        delay_counter <= 0;
                        state <= DELAY_AFTER_INTG_FALL;
                    end
                end
                DELAY_AFTER_INTG_FALL: begin
                    if (delay_counter == 1) begin
                        state <= ROW_SETUP;
                        row_counter <= 0;
                    end else begin
                        delay_counter <= delay_counter + 1;
                    end
                end
                ROW_SETUP: begin
                    row <= 16'b0000000000000001 << row_counter;
                    col <= 16'b0000000000000000;  
                    state <= COL_DELAY;
                end
                COL_DELAY: begin
                    col <= 16'b0000000000000000;  
                    state <= COL_SCAN;
                    col_counter <= 0;
                end
                COL_SCAN: begin
                    col <= 16'b0000000000000001 << col_counter;
                    if (col_counter < 15) begin   
                        col_counter <= col_counter + 1;
                    end else begin
                        state <= NEXT_ROW;
                    end
                end
                NEXT_ROW: begin
                    row <= 16'b0000000000000000;
                    col <= 16'b0000000000000000;
                    if (row_counter == 15)   
                        state <= FRAME_DONE;
                    else begin
                        row_counter <= row_counter + 1;
                        state <= ROW_SETUP;
                    end
                end
                FRAME_DONE: begin
                    row <= 16'b0000000000000000;
                    col <= 16'b0000000000000000;
                    state <= IDLE;
                end
                default: state <= IDLE;
            endcase
        end
    end
endmodule
```
==> flow_summary.ini <==
; flow metrics
[setup_path]
worst-setup-path-type = register to primary output
worstSetupStartpointType = register
end_kind = primary output
slowest_delay_ps = 470
critPathTopFamily = buffers and inverters
worstPathRequired_ps = 5360
crit_chain = clkdlybuf4s50_1
cp_slowest_cell = clkdlybuf4s50_1
crit_arrival_ps = 1150
cp_max_fo = 2
critPathBufInv = 1

[clocking]
postCtsHoldBufs = 0
cts_root_buf = clkbuf_8
cts_tree = yes
clock_latency_ps = 310
clk_pin_slew_ps = 100
cts_setup_buffers = 0
htree_levels = 2
cts_sinks = 55
cts_made_buffers = 5
cts_resized = 0
clock_path_buffers = 2

[pwr]
vdd_drop_max_mv = 0.123
swShare_pct = 38.6
power.share.clock_pct = 19.6
p_comb_share_pct = 34.6
p_seq_share_pct = 45.8
power_density_mw_per_mm2 = 375
p_int_mw = 0.687
leakage_nw = 1.33
finalPower_mw = 1.12
switching_power_mw = 0.432

[synthesis]
synthesis.area_mm2 = 0.00249
yosys_warnings = 1
ys_area_mm2 = 0.00249
synth_stat.cells = 249
ff_type = dfrtp_1
async_flop_share_pct = 100
synth-edff-count = 0
postSynthSeqShare_pct = 55.4
synthCells = 249
synth-seq-cells = 55
synthDistinctLibCells = 42
avgSynthCellArea_um2 = 9.99

[routing]
dr.first_iter.drc_count = 125
remaining_drc_errors = 0
antennaDiodeCount = 0
ant_nets = 0
firstDrtPassIters = 4
vias_per_cell = 5.43
routedWlPerCell_um = 14.5
wirelength_um = 5120
vias = 1910

[global_routing]
grt_max_degree = 56
antenna_found_initial = 0
grt_use_total_pct = 17.4
grt_pass1_wl_um = 8740
grt_overflow = 0
grt_pass1_vias = 1857

[floorplanning]
fp_util_pct = 41.8
pin_count = 36
die_height_um = 80.9
die_w_um = 80.9
chip_area_mm2 = 0.00654
core_area_mm2 = 0.00596
rows = 28

[worst_hold_path]
worstHoldPathType = register to register

[flow_run]
warnings = 25
cap_viol_max_count = 0

[layout]
lay_top_count = dfrtp_1
utilization_pct = 50.1
layout_top_cells = dfrtp_1 (54), nor2_1 (40), clkdlybuf4s50_1 (35), nand2_1 (18), a22oi_1 (18)
drive_gt1_share_pct = 4.69
design_area_mm2 = 0.00298
area_growth_syn_to_layout_pct = 20.0

[final_timing]
fin_hold_ws_ps = 461
period_needed_ps = 2490
hold_violations = 0
fmax_mhz = 401
skew_ps = 13.8
finalCritPeriodShare_pct = 37.2
setup_viol = 0
slew_headroom_pct = 43.4
rsz0062_at_grt = false
finalSetupTns_ps = 0
slew_violations = 0
timing_worst_slew_pin_value_ps = 838

[placement]
postPlaceCellArea_mm2 = 0.00287
portBuffers = 35
place_hpwl_um = 3270
gp_congestion = 0.830

[outcome]
outcome = finished clean
-- cell type report --
cell class	count	area [µm²]
clock buffer	5	68.8
clock inverter	3	46.3
fill	570	2970
inverter	10	37.5
multi-input combinational	168	1000
sequential	55	1380
tap	75	93.8
timing repair buffer	36	358
-- cell usage after synthesis, drive strengths merged, types with 6 or more instances --
cell type  number  area [µm²]
o21ai          11        55.1
nor2           40         150
dfrtp          54        1350
nand2b          7        43.8
inv             8        30.0
nand2          18        67.6
nand3           6        30.0
a32oi          11        96.3
a21oi           8        40.0
clkbuf         13        48.8
a22oi          18         135
-- path summary, 6_finish.rpt --
kind | slack [ps] | start | cells after the start | end
max in group asynchronous | 4710 | master_rst | 3 | row[7]
setup / recovery | 4210 | row[2] | 1 | row[2]
min in group asynchronous | 1530 | master_rst | 3 | state[3]
hold reg to reg | 460 | state[1] | 1 | state[0]
setup reg to reg | 4460 | state[2] | 4 | row[1]
hold / removal | 460 | state[1] | 1 | state[0]
-- power by group through the flow --
stage | Combinational, mW | Clock, mW | Sequential (mW)
after CTS | 0.388 | 0.228 | 0.512
after global routing | 0.435 | 0.243 | 0.529
final | 0.387 | 0.219 | 0.513
-- cell families after synthesis --
| logic type | synth area share (%) |
|---|---|
| compound gates | 19.0 |
| fa+ha+maj | 2.01 |
| buf+inv | 4.33 |
| flops | 55.4 |
| mux | 0.855 |
| simple gates | 18.5 |
-- sequential cells by signal (all words and copies together), names as in the netlist --
register       cells
col               16
row               16
state              9
col_counter        5
row_counter        5
delay_counter      2
prev_fsync         1
prev_intg          1
-- layer usage --
metal  up-vias  wire [µm]  GRT usage, %
li1        944          -             -
met1       921       2630          28.1
met2        41       2260          26.9
met3         4        180          2.62
met4         0         42          1.61
met5         -          0             0
-- metrics by stage --
step                cells  worst slack, ps
detailed placement    344             4120
CTS                   352             4180
global route          352             4140
floorplan             249             4020
global placement      344             4160
finish                352             4210
Power and IR drop assume default switching activity.
